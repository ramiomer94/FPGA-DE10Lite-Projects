===== config.mk =====
export PLATFORM = sky130hd
export DESIGN_NAME = AdderSubtractorTop
export DESIGN_NICKNAME = AdderSubtractorTop
export VERILOG_FILES = /design/flow/design.v
export SDC_FILE = /design/flow/constraint.sdc
export NUM_CORES = 4
export LEC_CHECK = 1
export CORE_AREA = 10 10 75 75
export DIE_AREA = 0 0 85 85

===== run.sh =====
#!/bin/bash
# OpenROAD 26Q1-2900-gdf79404cd8, Yosys 0.63+post, stock flow scripts
make -C /OpenROAD-flow-scripts/flow DESIGN_CONFIG=/design/flow/config.mk WORK_HOME=/design/flow/orfs finish

===== design.v =====
module AdderSubtractorTop(a0, a1, s, f0, f1, f2, f3);
input s;
input [3:0] a0, a1;  
output [6:0] f0, f1, f2, f3;  
wire [3:0] r, fr;
wire c, cout, inv;
FourBitRippleAdder l0(a0, a1, s, r, c);
assign inv = (s & ~c);
FourBitRippleAdder l1(0,r,inv,fr,cout);
SevenSegmentDecoder h0(a0, f0);
SevenSegmentDecoder h1(a1, f1);
SevenSegmentDecoder h2(fr, f2);
SevenSegmentNegativeSign h3(s,c, f3);
endmodule
module FourBitRippleAdder(a0, a1, s, r, cout);
input s;
input [3:0] a0, a1;
output [3:0] r;
output cout;
wire [3:0] c, na1;
wire cin; 
genvar i;
generate
	for(i = 0; i < 4; i = i + 1) begin: sub
		assign na1[i] = (s ^ a1[i]);
	end
endgenerate
assign cin = s;
FullAdder f0(a0[0], na1[0],cin, r[0], c[0]);
FullAdder f1(a0[1], na1[1], c[0], r[1], c[1]);
FullAdder f2(a0[2], na1[2], c[1], r[2], c[2]);
FullAdder f3(a0[3], na1[3], c[2], r[3], cout); 
endmodule 
module FullAdder(a0,a1,cin,r,cout);
input a0, a1, cin;
output r, cout;
assign r = (a0 ^ a1) ^ cin;
assign cout = (a0 & a1 & cin) | (a0 & a1 & ~cin) | (a0 & ~a1 & cin) | (~a0 & a1 & cin);
endmodule
module SevenSegmentDecoder(a,f);
input [3:0] a;
output [6:0] f;
assign f[0] = (~a[3] & ~a[1] & (a[2] ^ a[0])) | (a[3] & a[0] & (a[2] ^ a[1]));
assign f[1] = (~a[3] & a[2] & ~a[1] & a[0]) | (~a[3] & a[2] & a[1] & ~a[0]) | 
(a[3] & ~a[2] & a[1] & a[0]) | (a[3] & a[2] & ~a[1] & ~a[0]) | (a[3] & a[2] & a[1] & ~a[0]) | 
(a[3] & a[2] & a[1] & a[0]); 
assign f[2] = (~a[3] & ~a[2] & a[1] & ~a[0]) | (a[3] & a[2] & ~a[1] & ~a[0]) | 
(a[3] & a[2] & a[1] & ~a[0]) | (a[3] & a[2] & a[1] & a[0]);
assign f[3] = (~a[3] & ~a[2] & ~a[1] & a[0]) | (~a[3] & a[2] & ~a[1] & ~a[0]) | 
(~a[3] & a[2] & a[1] & a[0]) | (a[3] & ~a[2] & a[1] & ~a[0]) | (a[3] & a[2] & a[1] & a[0]);
assign f[4] = (~a[3] & ~a[2] & ~a[1] & a[0]) | (~a[3] & ~a[2] & a[1] & a[0]) | 
(~a[3] & a[2] & ~a[1] & ~a[0]) | (~a[3] & a[2] & ~a[1] & a[0]) | (~a[3] & a[2] & a[1] & a[0]) | 
(a[3] & ~a[2] & ~a[1] & a[0]);
assign f[5] = (~a[3] & ~a[2] & ~a[1] & a[0]) | (~a[3] & ~a[2] & a[1] & ~a[0]) | 
(~a[3] & ~a[2] & a[1] & a[0]) | (~a[3] & a[2] & a[1] & a[0]) | (a[3] & a[2] & ~a[1] & a[0]);
assign f[6] = (~a[3] & ~a[2] & ~a[1]) | ( a[2] & ((~a[3] & a[1] & a[0]) | (a[3] & ~a[1] & ~a[0])));
endmodule
module SevenSegmentNegativeSign(s,c,f);
input s,c;
output [6:0] f;
assign f[0] = 1;
assign f[1] = (s | ~c);
assign f[2] = (s | ~c);
assign f[3] = 1;
assign f[4] = 1;
assign f[5] = 1;
assign f[6] = (~s | c);
endmodule 

===== constraint.sdc =====
current_design AdderSubtractorTop

set clk_period 4.5
set clk_io_pct 0.2

create_clock -name clk0 -period $clk_period

set non_clock_inputs [all_inputs -no_clocks]
set_input_delay [expr $clk_period * $clk_io_pct] -clock clk0 $non_clock_inputs
set_output_delay [expr $clk_period * $clk_io_pct] -clock clk0 [all_outputs]

==> job_summary.md <==
## Synthesis and layout report

| Metric | Value |
|---|---|
| Fin. Hold Viols | `0` |
| Type of destination of the critical path | `output port` |
| RePlAce Congestion | `0.861` |
| Number of antenna diodes | `0` |
| Setup slack after layout | `-442 ps` |
| Status | `complete, but fails checks` |
| Worst Path Class, Setup | `in2out` |
| Leakage power total | `0.000584 µW` |
| Cells on Worst Hold Path | `7` |
| Count of pins over their slew limit | `0` |
| First-pass GRT wire length | `just over 4000 µm` |
| Number of warning messages in the yosys log | `1` |
| Worst Max-Slew Pin Slew | `900 ps` |
| Total cells reported by yosys after synthesis | `125` |
| Detailed Route WL | `2500 µm` |
| Setup repair after global routing missed its margin | `yes` |
| Path category of the worst min-delay check | `in2out` |
| Number of top-level pins | `37` |
| Fraction of layout cells with a size suffix above 1 | `32.5%` |
| Total cell area reported by yosys after synthesis | `820 µm²` |
| Width of the die | `85 µm` |
| Number of input and output port buffers inserted | `33` |
| Top fanout value on the critical path | `4` |
| Largest incremental delay on the critical path | `380 ps` |
| GRT busiest layer | `met2` |
| Remaining global-route overflow | `0` |
| Worst rel slew slack | `39.6%` |
| Most Frequent Cell on Critical Path | `sky130_fd_sc_hd__fa_2` |
| Detailed router's first-iteration violation count | `about 51` |
| Die outline height | `85 µm` |
| GR met2 Demand/Resource | `10.3%` |
| Floorplan Core Area | `0.00406 mm²` |
| Number of antenna violations at the first check in global routing | `0` |
| Number of distinct library cells after synthesis | `39` |
| Sequential cell area | `0 µm²` |
| ANT nets after route | `0` |
| Clock buf count | `0` |
| Launching element type of the critical path | `input port` |
| Largest vdd supply drop | `between 0.09 and 0.1 mV` |
| Worst hold margin | `2530 ps` |
| Overall Global Routing Usage | `6.31%` |
| Min-Delay Startpoint | `a1[0]` |
| Fin crit period | `between 4000 and 5000 ps` |
| Critical path's slowest cell | `sky130_fd_sc_hd__fa_2` |
| Required time reported for the critical path endpoint | `3600 ps` |
| Instance area at placement | `0.00131 mm²` |
| Setup slack at placement | `-1190 ps` |
| Top Family by Delay on Critical Path | `adder cells` |
| Pin count of the biggest net entering global routing | `14` |
| Mapped Area | `around 820 µm²` |
| Dominant logic cell type in the layout | `sky130_fd_sc_hd__clkdlybuf4s50_1` |
| Fraction of the cycle the final worst path needs | `110%` |
| Chip area | `a little over 0.007 mm²` |
| Routed length per placed instance | `11.4 µm` |
| Crit-path cells | `buf_6 > mux2_4 > fa_2 > fa_2 > fa_2 > nand2b_4 > xnor2_2 > ha_2 > ha_4 > xnor2_4 > xnor2_2 > buf_4 > or3_1 > a31oi_1 > buf_2` |
| Violated checks | `setup timing` |
| Number of global-route vias before repair | `910` |
| Met1 demand-to-capacity share in global routing | `roughly 8.4%` |
| Non-Filler Cell Area, Final | `0.00138 mm²` |
| Post-synthesis sequential area ratio | `0%` |
| Number of endpoints failing setup at the final stage | `7` |
| Gate count after technology mapping | `125` |
| Flip-flops | `0` |
| Global Route met3 Usage | `1.93%` |
| Via count | `a little under 1k` |
| Cell Count Post-Placement | `between 200 and 250` |
| Number of warnings the tools reported | `35` |
| Worst Path Arrival | `4040 ps` |
| Mean post-synth cell area | `6.56 µm²` |
| 1st-pass router iterations | `4` |
| Max cap viols | `0` |
| Post-detailed-placement half-perimeter wirelength | `1970 µm` |
| Most frequent cells in the layout | `sky130_fd_sc_hd__clkdlybuf4s50_1 (21), sky130_fd_sc_hd__buf_4 (19), sky130_fd_sc_hd__nor2_1 (14)` |
| Number of buffers and inverters on the critical path | `3` |
| Floorplan-stage core utilization | `between 20 and 25%` |
| DRC Markers | `0` |
| Pwr Density | `290 mW/mm²` |
| Number of fill cells | `409` |
| Cell row count | `23` |
| Area added between synthesis and finish | `68.7%` |
| Destination of the worst hold path | `f2[5]` |
| Drt via density | `4.45` |
| Highest clock rate | `202 MHz` |
| Count of non-filler cells in the finished layout | `between 200 and 250` |
how the worst max path moves through the flow:
stage         start  endpoint  depth (start not counted)
CTS           a1[0]     f2[3]                         15
global route  a1[0]     f2[3]                         15
finish        a1[0]     f2[3]                         15
layout make-up:
| class | instances | area (µm²) | area share [%] |
|---|---|---|---|
| well taps | 50 | 62.6 | 4.52 |
| repair buffers | 56 | 479 | 34.7 |
| multi-input cells | 109 | 826 | 59.7 |
| inverters | 4 | 15.0 | 1.09 |
worst min-delay path, cell delays in order:
cell and delay, ps:
sky130_fd_sc_hd__buf_6 80, sky130_fd_sc_hd__buf_4 160, sky130_fd_sc_hd__xor2_1 100, sky130_fd_sc_hd__buf_4 160
sky130_fd_sc_hd__nand2_2 70, sky130_fd_sc_hd__o22ai_2 60, sky130_fd_sc_hd__buf_2 100
stage by stage:
step	power, µW	setup TNS, ps	utilization (%)
finish	401	-2370	34.1
global route	444	-3230	34.1
CTS	374	-3400	33.0
detailed placement	365	-7760	32.3
global placement	364	-7430	32.3
floorplan	184	-973	-
layer usage:
metal	vias up	share of wire, %
met5	-	0
met4	0	0
met3	0	7.6
met2	21	47
met1	439	46
li1	514	-
cell families after synthesis:
| logic type | after synthesis | share of synthesized area, % |
|---|---|---|
| xor+xnor | 12 | 16.9 |
| mux | 2 | 2.75 |
| fa+ha+maj | 6 | 11.6 |
| buf+inv | 19 | 13.1 |
| other cells | 1 | 0.458 |
| compound gates | 36 | 26.4 |
| simple gates | 49 | 28.7 |
power breakdown:
part           internal (µW)  switching, µW
Clock                      0              0
Combinational            232            169
Sequential                 0              0
Total                    232            169
repair_timing:
item,in CTS,in global routing
pin swaps,16,8
resized,48,8
hold buffers,0,0
endpoints found under the setup margin,7,7
setup buffers,4,0
Yosys cell counts (3+ instances only):
master	n	area, µm²
sky130_fd_sc_hd__nor3_1	3	15.0
sky130_fd_sc_hd__nand3_1	6	30.0
sky130_fd_sc_hd__inv_1	4	15.0
sky130_fd_sc_hd__xor2_1	5	43.8
sky130_fd_sc_hd__or3_1	4	25.0
sky130_fd_sc_hd__fa_1	3	60.1
sky130_fd_sc_hd__nand2b_1	4	25.0
sky130_fd_sc_hd__o21ai_0	13	65.1
sky130_fd_sc_hd__nand2_1	11	41.3
sky130_fd_sc_hd__clkbuf_1	6	22.5
sky130_fd_sc_hd__a21oi_1	10	50.1
sky130_fd_sc_hd__buf_4	5	37.5
sky130_fd_sc_hd__nor2_1	14	52.6
sky130_fd_sc_hd__o22ai_1	3	18.8
sky130_fd_sc_hd__xnor2_1	4	35.0
Power figures rest on the tool's default switching activity, not on a simulated workload.
