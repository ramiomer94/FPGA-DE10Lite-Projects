==> ./design.v <==
module SevenSegmentDisplayController(a, out1, out2);
input[4:0] a;
output [6:0] out1, out2;
assign out1[0] = (~a[4] & ~a[3] & ~a[2] & ~a[1] & a[0]) | (~a[4] & ~a[3] & a[2] & ~a[1] & ~a[0]) |
                 (~a[4] & a[3] & ~a[2] & a[1] & a[0]) | (~a[4] & a[3] & a[2] & a[1] & ~a[0]) |
					  (a[4] & ~a[3] & a[2] & ~a[1] & a[0]) | (a[4] & a[3] & ~a[2] & ~a[1] & ~a[0]);
assign out1[1] = (a[3] & a[2] & a[1] & a[0]) | (~a[4] & ~a[3] & a[2] & ~a[1] & a[0]) | 
                 (~a[4] & ~a[3] & a[2] & a[1] & ~a[0]) | (a[4] & ~a[3] & ~a[2] & ~a[1] & ~a[0]) |
					  (a[4] & a[3] & ~a[2] & ~a[1] & a[0]) | (a[4] & a[3] & ~a[2] & a[1] & ~a[0]);
assign out1[2] = (~a[4] & ~a[3] & ~a[2] & a[1] & ~a[0]) | (~a[4] & a[3] & a[2] & ~a[1] & ~a[0]) |
                 (a[4] & ~a[3] & a[2] & a[1] & ~a[0]);
assign out1[3] = (~a[3] & ~a[2] & ~a[1] & a[0]) | (a[3] & ~a[2] & a[1] & a[0]) 
		           | (a[4] & ~a[3] & ~a[1] & a[0]) | (~a[4] & ~a[3] & a[2] & ~a[1] & ~a[0]) | 
					  (~a[4] & ~a[3] & a[2] & a[1] & a[0]) | (~a[4] & a[3] & a[2] & a[1] & ~a[0]) 
					  | (a[4] & a[3] & ~a[2] & ~a[1] & ~a[0]);
assign out1[4] = a[0] | (~a[4] & ~a[3] & a[2] & ~a[1]) | (~a[4] & a[3] & a[2] & a[1]) |
                 (a[4] & a[3] & ~a[2] & ~a[1]);
assign out1[5] = (~a[4] & ~a[3] & ~a[2] & a[0]) | (~a[4] & ~a[3] & ~a[2] & a[1]) | 
                 (~a[4] & ~a[3] & a[1] & a[0]) | (a[3] & ~a[2] & a[1] & a[0]) |
					  (~a[4] & a[3] & a[2] & ~a[1]) | (a[4] & ~a[3] & ~a[1] & a[0]) |
					  (a[4] & ~a[3] & a[2] & a[1]);
assign out1[6] = (~a[4] & ~a[3] & ~a[2] & ~a[1]) | (~a[3] & ~a[2] & ~a[1] & a[0]) |
                 (~a[4] & a[3] & ~a[2] & a[1]) | (a[3] & ~a[2] & a[1] & a[0]) |
					  (a[4] & ~a[3] & a[2] & ~a[1]) | (a[4] & a[3] & a[2] & a[1]) |
					  (~a[4] & ~a[3] & a[2] & a[1] & a[0]);
assign out2[0] = (~a[4] & a[3] & a[1]) | (~a[4] & a[3] & a[2]) | (a[4] & ~a[3] & ~a[2]);
assign out2[1] = 0;
assign out2[2] = (a[4] & ~a[3] & a[2]) | (a[4] & a[2] & ~a[1]) | (a[4] & a[3] & ~a[2]);
assign out2[3] = (~a[4] & a[3] & a[1]) | (~a[4] & a[3] & a[2]) | (a[4] & ~a[3] & ~a[2]);
assign out2[4] = (~a[4] & a[3] & a[1]) | (~a[4] & a[3] & a[2]) | (a[4] & ~a[3] & ~a[2]) 
                 | (a[3] & a[2] & a[1]);
assign out2[5] = a[4] | (a[3] & a[1]) | (a[3] & a[2]);
assign out2[6] = ~a[4] | (~a[3] & ~a[2]);
endmodule
==> ./run.sh <==
#!/bin/bash
# OpenROAD 26Q1-2900-gdf79404cd8, Yosys 0.63+post, stock flow scripts
make -C /OpenROAD-flow-scripts/flow DESIGN_CONFIG=/design/flow/config.mk WORK_HOME=/design/flow/orfs finish
==> ./config.mk <==
export PLATFORM = sky130hd
export DESIGN_NAME = SevenSegmentDisplayController
export DESIGN_NICKNAME = SevenSegmentDisplayController
export VERILOG_FILES = /design/flow/design.v
export SDC_FILE = /design/flow/constraint.sdc
export NUM_CORES = 4
export LEC_CHECK = 1
export CORE_AREA = 10 10 70 70
export DIE_AREA = 0 0 80 80
==> ./constraint.sdc <==
current_design SevenSegmentDisplayController

set clk_period 1.4
set clk_io_pct 0.2

create_clock -name clk0 -period $clk_period

set non_clock_inputs [all_inputs -no_clocks]
set_input_delay [expr $clk_period * $clk_io_pct] -clock clk0 $non_clock_inputs
set_output_delay [expr $clk_period * $clk_io_pct] -clock clk0 [all_outputs]
==> flow_metrics.tcl <==
# place-and-route summary
set metrics [dict create \
    cts_hold_buffers 0 \
    postSynthCellCount 59 \
    hold_viol 0 \
    grt_setup_unrepaired "true" \
    fp_util_pct 11.06 \
    critPathRequiredTime_ns 1.12 \
    vdd_ir_drop_max_uv 158.5 \
    area_growth_pct 161.9 \
    clockBufferCount 0 \
    dpl.hpwl_um 1143 \
    drv_cap 0 \
    postRouteWirelength_um 1919 \
    simple_gate_share_pct 33.11 \
    coreArea_sq_mm 0.003416 \
    critPathMaxStageDelay_ns 0.22 \
    grt_max_degree 12 \
    endpoint_kind "output port" \
    violations "setup timing" \
    openroad.warnings 34 \
    fin_crit_sh_pct 106.9 \
    drt_first_pass_iters 4 \
    ys_seq_share_pct 0 \
    mux_share_pct 2.649 \
    adder_share_pct 0 \
    layout_min_cycle_time_ns 1.497 \
    crit_arrival_ns 1.22 \
    io-pin-count 19 \
    rows 21 \
    critPathSlowestCell "nor3b_4" \
    min-delay-path-class "in2out" \
    grt_pass1_vias 560 \
    total_power_uw 311.2 \
    die_x_um 80 \
    antenna_found_initial 0 \
    status "finished with violations" \
    num_antenna_cells 0 \
    drc 0 \
    avgSynthCellArea_sq_um 6.404 \
    die_h_um 80 \
    grt_usage_pct 5.520 \
    hold_path.startpoint "a[3]" \
    timing.final.ws_setup_ns -0.09675 \
    gr-total-overflow 0 \
    viasPerCell 4.231 \
    drv_slew 0 \
    ff_count 0 \
    crit_chain "buf_8, buf_6, nor3b_4, buf_4, a21oi_4, buf_6, o21ai_2, buf_2" \
    die_area_sq_mm 0.006400 \
    grt_first_pass_wirelength_um 3029 \
    ys_area_sq_um 377.9 \
    xor_share_pct 9.272 \
    drtIter0Drc 19 \
    ys_cells 59 \
    cp-startpoint "a[4]" \
    ant_nets 0 \
    top_logic_kind "AND-OR/OR-AND gates" \
    worstSetupPathType "in2out" \
    syn_area_sq_um 377.9 \
    critical_path.top_delay_family "buffers and inverters" \
    synthAoiAreaFrac_pct 37.42 \
    finalSetupViolCount 6 \
    hold_slack_ns 0.8617 \
    num_vias 605 \
    dp_slack_ns -1.012 \
    routedWlPerCell_um 13.42 \
    cellPowerDensity_mw_per_mm2 314.4 \
    seq_area_sq_um 0 \
    p_leak_uw 0.0004338 \
    fillers 362 \
    drive_gt1_share_pct 70.10 \
    setup.worst_path.start_class "input pin" \
    path_buffers 5 \
    ys_types 31 \
    fmax_mhz 668.1 \
    yosys_warnings 0 \
    port_buffers 18 \
    cp_common_cell "buf_6" \
    worstPathMaxFanout 4 \
    place_congestion 0.8193 \
]
[final cells by class]
type	instances	area [sq um]	area share [%]
Multi-Input combinational cell	47	465.4	47.03
Timing Repair Buffer	47	455.4	46.02
Tap cell	46	57.56	5.815
Inverter	3	11.26	1.138
[layout by cell type, fill, tap and decap left out, drive strengths merged, types with 2 or more instances in the layout]
master / count
a21oi: 4
a31oi: 3
buf: 44
clkdlybuf4s15: 2
inv: 3
nand2: 2
nand2b: 2
nand3: 4
nor2b: 4
o21ai: 7
or3b: 2
xnor2: 3
[layer usage]
metal  vias up  share of wire [%]  GRT usage, %
met4         0                  0             0
li1        292                  -             -
met3         0                1.2        0.1136
met1       301                 52         8.575
met5         -                  0             0
met2        12                 47         8.668
[power breakdown]
part	total [uW]	internal [uW]	leakage, uW	switching [uW]
sequential	0	0	0	0
combinational	311	183	0.000434	128
clock	0	0	0	0
total	311	183	0.000434	128
[through the flow]
step	TNS, ns	area [sq um]	util, %	instances
finish	-0.3994	989.7	28.97	143
global route	-0.7505	989.7	28.97	143
CTS	-0.6869	885.9	25.93	143
detailed placement	-11.30	684.4	20.04	130
global placement	-11.20	684.4	20.04	130
floorplan	0	377.9	-	59
[cells by family after synthesis]
family	Yosys count
compound gates	21
buf+inv	12
other cells	1
simple gates	20
xor+xnor	4
mux	1
[synth_stat cells (2+ instances only)]
master    count  area [sq um]
inv_1         3         11.26
nand2b_1      2         12.51
a31oi_1       3         18.77
nand3_1       4         20.02
xnor2_1       3         26.28
buf_2         5         25.02
buf_4         3         22.52
o21ai_1       6         30.03
nor2b_1       4         25.02
a21oi_1       4         20.02
nand2_1       2         7.510
[repair_timing]
action                                  CTS  global route
pin swaps                                14            13
resized                                  90            26
endpoints found under the setup margin   13            12
setup buffers                            13             4
[worst paths after layout]
check | endpoint | cells past startpoint
setup / recovery | out1[1] | 8
hold / removal | out2[5] | 4
[tightest hold or removal path: cells and delay by family]
kind	cells	cell delay (ns)
simple gates	1	0.06
compound gates	1	0.06
buf+inv	2	0.18
Power figures rest on the tool's default switching activity, not on a simulated workload.
